<file path="design.v">
module audio_processor_transceiver
(
    input  logic reset,
    input  logic input_clk,  
    input  logic spi_mosi,
    input  logic spi_cs,
    output logic serial_clk,  
    output logic i2s_dac_mclk,
    output logic i2s_ws,
    output logic i2s_sd,
    output logic RED_LED,
    output logic GREEN_LED,
    output logic BLUE_LED
);
    logic [15:0] received_sound;
    logic [15:0] processed_sound;
    logic [1:0] serial_clk_timer;
    spi_receiver receiver
    (
        .reset(reset),
        .serial_clk(serial_clk),
        .chip_select(spi_cs),
        .mosi(spi_mosi),
        .data_out(received_sound)
    );
    signal_processor DSP
    (
        .input_clk(input_clk),
        .raw_bits(received_sound),
        .processed_bits(processed_sound)
    );
    i2s_transmitter i2s_transmitter
    (
        .reset(reset),
        .sound_in(processed_sound),
        .serial_clk(serial_clk),
        .word_select(i2s_ws),
        .sound_bit_out(i2s_sd)
    );
    always_ff @(posedge input_clk or negedge reset) begin
        if (!reset) begin
            serial_clk_timer <= 0;
            serial_clk <= 0;
        end 
        else begin
            serial_clk_timer <= serial_clk_timer + 1;
            if (serial_clk_timer == 0) serial_clk <= !serial_clk; 
        end
    end
endmodule
module i2s_transmitter
(
    input  logic reset,
    input  logic [15:0] sound_in,
    input  logic serial_clk,
    output logic word_select,
    output logic sound_bit_out
);
    logic [15:0] sound_data;
    logic [4:0] bit_counter;
    always_ff @(posedge serial_clk or negedge reset) begin
        if (!reset) begin
            bit_counter <= 31;  
            sound_data <= 0;
            word_select <= 0;
            sound_bit_out <= 0;
        end
        else begin  
            if      (bit_counter == 31) bit_counter <= 0;
            else                        bit_counter <= bit_counter + 1;  
            if (bit_counter < 16) sound_bit_out <= sound_data[15 - bit_counter];
            else sound_bit_out <= sound_data[15 - bit_counter + 16];  
            if (bit_counter == 31) word_select <= 0;  
            if (bit_counter == 15) word_select <= 1;  
            if (bit_counter == 31) sound_data <= sound_in;  
        end
    end 
endmodule
module signal_processor
(
    input  logic input_clk,  
    input  logic [15:0] raw_bits,  
    output logic [15:0] processed_bits  
);
    assign processed_bits = raw_bits;
endmodule
module spi_receiver 
(
    input  logic reset,
    input  logic serial_clk,
    input  logic chip_select,
    input  logic mosi,
    output logic [15:0] data_out
);
    reg [15:0] shift_reg;
    reg [5:0] bit_count;
    always_ff @(posedge serial_clk or negedge reset) begin
        if (!reset) begin
            shift_reg <= 0;
            bit_count <= 0;
            data_out <= 0;
        end
        else begin
            if (chip_select) begin
                bit_count <= 0;
                shift_reg <= 0;
            end
            else begin
                if (bit_count < 15) begin
                    shift_reg <= {shift_reg[14:0], mosi};
                    bit_count <= bit_count + 1;
                end
                else if (bit_count == 15) begin
                    shift_reg <= {shift_reg[14:0], mosi};  
                    data_out <= shift_reg;
                    bit_count <= bit_count + 1;
                end
                else if (bit_count < 31) begin
                    bit_count <= bit_count + 1;
                end
                else begin
                    bit_count <= 0;
                    shift_reg <= 0;
                end
            end
        end
    end
endmodule
</file>
<file path="config.mk">
export PLATFORM = sky130hd
export DESIGN_NAME = audio_processor_transceiver
export DESIGN_NICKNAME = audio_processor_transceiver
export VERILOG_FILES = /design/flow/design.v
export SDC_FILE = /design/flow/constraint.sdc
export NUM_CORES = 4
export LEC_CHECK = 1
export CORE_UTILIZATION = 30
</file>
<file path="constraint.sdc">
current_design audio_processor_transceiver

set clk_period 2.6
set clk_io_pct 0.2

create_clock -name clk0 -period $clk_period [get_ports {input_clk}]

set non_clock_inputs [all_inputs -no_clocks]
set_input_delay [expr $clk_period * $clk_io_pct] -clock clk0 $non_clock_inputs
set_output_delay [expr $clk_period * $clk_io_pct] -clock clk0 [all_outputs]
</file>
<file path="run.sh">
#!/bin/bash
# OpenROAD 26Q1-2900-gdf79404cd8, Yosys 0.63+post, stock flow scripts
make -C /OpenROAD-flow-scripts/flow DESIGN_CONFIG=/design/flow/config.mk WORK_HOME=/design/flow/orfs finish
</file>
==> Changelog: implementation <==
### Changed

- Share of the synthesized netlist area taken by xor and xnor gates: 0.02054
- Power per unit of standard cell area: 77.11 nW/um^2
- Layout Cells excl Fill: 284
- Setup violators final: 0
- Simple logic cell fraction of the synthesized area: 0.04694
- Max-slew violation count: 0
- Count of tool warnings: 25
- Via count: 1312
- Critical path startpoint category: flop
- Register pins left without a clock: 61
- Top Ports: 11
- Count of buffers inserted at the top-level ports: 6
- Overall routed net length: 3.779 mm
- Routed wire per std cell: 13.31 um
- Category of the most critical setup path: flop to output port
- Hold WC Path Type: primary input to async pin
- Via count of the first global-routing pass: 1273
- Wire length of the first global-routing pass: 6.568 mm
- Crit share post-route: 0.5903
- Share of post-route cells with drive strength above 1: 0.2753
- Largest voltage drop on the vdd net: 328.2 uV
- Pre-CTS worst setup slack: 1.288 ns
- Post-synthesis sequential element count: 64
- Summed standard-cell area reported by yosys: 2559 sq um
- Delay of the slowest cell on the worst path: 0.46 ns
- Sum of buffers and inverters on the critical path: 1
- Compound Share, Synth: 0.06993
- Clock slew at reported path FFs: 0.03 ns
- Vias per cell: 4.620
- Total of cells resized after clock tree synthesis: 0
- WHS: 0.1049 ns
- Synth Cell Area: 2559 sq um
- Starting DRT DRC Count: 70
- Overall die area: 8902 sq um
- Standard cell core area: 8217 sq um
- Slowest cell on crit path: clkdlybuf4s50_1
- Cell leakage power: 1.309 nW
- Multiplexer share of the synthesized area: 0.1751
- Post-synthesis area per instance: 14.79 sq um
- Count of placed standard cells including taps: 279
- Hold violation count in the final report: 0
- Root Buffer: clkbuf_8
- Adder-cell area share of the yosys netlist: 0.01956
- Sum of net half-perimeters after detailed placement: 2.486 mm
- Drc violations: 0
- Required time reported for the critical path endpoint: 2.08 ns
- Fmax: 0.6515 GHz
- CP max FO: 2
- Setup Fix Bufs, Post-CTS: 0
- Number of maximum-capacitance violations: 0
- Crit path capture type: output port
- Hold buffers post-CTS: 0
- Count of cell types in the netlist: 30
- Row count: 33
- Result of the run: finished, final reports clean
- Number of buffers created by CTS: 3
- Fin Clk Skew: 0.0008593 ns
- Worst-case setup margin in the final layout: 1.065 ns
- Final critical delay including setup and external delays: 1.535 ns
- Number of H-tree levels: 1
- Mapped Cells: 173
- Headroom to the max-slew limit: 0.4159
- Number of antenna violations at the first check in global routing: 1
- Count of endpoints without a timing constraint: 63
- Overall power consumption: 212.7 uW
- Synth logic family: multiplexers
- Antenna Violating Nets Remaining: 0
- CTS tree: built
- Die boundary height: 94.35 um
- Routability-driven placement congestion ratio: 0.7278
- Placed Instance Area: 2711 sq um
- Crit-path leading delay family: buffers and inverters
- Final instance area: 2759 sq um
- First drt pass iteration count: 4
- Post-synth seq share: 0.6284
- Final global-route overflow total: 0
- Total number of yosys warnings: 7
- Deepest clock path buffer count: 2
- Worst Tran Pin Value: 0.8751 ns
- P&R area growth vs syn: 7.824%
- Number of cell instances after yosys synthesis: 173
- Arrival time worst endpoint: 1.01 ns
- All-layer global routing usage: 0.09483
- Crit-path cells: clkdlybuf4s50_1
- Width of the die: 94.35 um
- Unrepaired setup endpoints after global routing: no
- Clock network latency to the later pin of the worst-skew pair: 0.21 ns
- Setup TNS: 0 ns
- Core occupancy in the finished layout: 0.3358
- Largest net degree at the start of global routing: 63
- Floorplan-stage core utilization: 0.3114
[metal layers]
layer  wire, um  vias up  share of wire  track usage
met5          0        -              0            0
met4          0        0              0     0.003846
met3        114        0          0.030      0.01225
met2       1708       11           0.45       0.1401
met1       1956      688           0.52       0.1627
li1           -      613              -            -
[path summary, 6_finish.rpt]
check,end,start,slack (ns),cells past startpoint
worst max-delay path,serial_clk,serial_clk$_DFFE_PN0N_,1.07,1
worst min-delay path,serial_clk_timer[0]$_DFF_PN0_,reset,0.10,1
worst max register to register,serial_clk$_DFFE_PN0N_,serial_clk$_DFFE_PN0N_,1.53,2
worst min register to register,serial_clk_timer[0]$_DFF_PN0_,serial_clk_timer[0]$_DFF_PN0_,0.40,1
max in group asynchronous,serial_clk_timer[1]$_DFF_PN0_,reset,2.38,1
min in group clk0,serial_clk_timer[0]$_DFF_PN0_,serial_clk_timer[0]$_DFF_PN0_,0.40,1
[placed cells by master, fill, tap and decap left out, drive strengths merged]
| master | count |
|---|---|
| o21ai | 2 |
| clkbuf | 4 |
| dfrtp | 59 |
| conb | 4 |
| buf | 4 |
| o22ai | 1 |
| nor2b | 1 |
| and3 | 1 |
| diode | 1 |
| a22o | 16 |
| dfstp | 5 |
| nor2 | 7 |
| inv | 8 |
| clkdlybuf4s50 | 5 |
| nand2 | 2 |
| a221oi | 1 |
| xor2 | 2 |
| mux2 | 32 |
| a32oi | 1 |
| and2 | 1 |
| mux4 | 3 |
| nand3 | 3 |
| nor3 | 3 |
| a21oi | 1 |
| nor3b | 2 |
| xnor2 | 4 |
| ha | 4 |
| mux2i | 2 |
[power by group]
group | internal, mW | switching, mW | leakage (nW)
Clock | 0.104 | 0.0290 | 0.0228
Sequential | 0.0470 | 0 | 0.866
Combinational | 0.00679 | 0.0256 | 0.419
[logic make-up after synthesis]
| kind of cell | Yosys count |
|---|---|
| AOI/OAI and AO/OA | 22 |
| adders and majority gates | 4 |
| DFF | 64 |
| other | 1 |
| xor gates and xnor gates | 6 |
| buffers and inverters | 19 |
| and+or+nand+nor | 20 |
| muxes | 37 |
[cell usage after synthesis]
master / instances / area share
a21oi_1: 1 / 0.0020
a221oi_1: 1 / 0.0034
a22o_1: 16 / 0.055
a32oi_1: 1 / 0.0034
and2_1: 1 / 0.0024
and3_1: 1 / 0.0024
buf_2: 3 / 0.0059
buf_4: 4 / 0.012
buf_6: 1 / 0.0044
clkbuf_1: 3 / 0.0044
conb_1: 1 / 0.0015
dfrtp_1: 59 / 0.58
dfstp_2: 5 / 0.051
ha_1: 4 / 0.020
inv_1: 8 / 0.012
mux2_2: 32 / 0.14
mux2i_1: 2 / 0.0078
mux4_2: 3 / 0.026
nand2_1: 2 / 0.0029
nand3_1: 3 / 0.0059
nor2_1: 7 / 0.010
nor2b_1: 1 / 0.0024
nor3_1: 2 / 0.0039
nor3_4: 1 / 0.0064
nor3b_1: 1 / 0.0029
nor3b_4: 1 / 0.0073
o21ai_0: 2 / 0.0039
o22ai_1: 1 / 0.0024
xnor2_1: 4 / 0.014
xor2_1: 2 / 0.0068
[cell type report]
| cell class | count | area (sq um) |
|---|---|---|
| tap | 105 | 131.4 |
| multi-input combinational | 93 | 864.6 |
| fill | 792 | 5458 |
| timing repair buffer | 9 | 77.57 |
| clock buffer | 4 | 45.04 |
| antenna | 1 | 2.502 |
| inverter | 8 | 30.03 |
| sequential | 64 | 1608 |
Power figures rest on the tool's default switching activity, not on a simulated workload.
